$ cat design.v
module 	SILAR_generator 
#(parameter		TEST_IMAGE	=	0 )
(
	input			logic				clk_i,
	output		logic	[13:0]	data_o
);
localparam				VALID_PIX	=	640;
localparam				VALID_LINES	=	480;
localparam				ALL_PIX		=	1500;
localparam				ALL_LINES	=	500;
localparam				OFFSET		=	10;
logic	[$clog2(ALL_PIX):0]		cnt_pix;
logic	[$clog2(ALL_LINES):0]	cnt_line;
logic									Vsync, Hsync, Pixsync;
always_ff @ ( posedge clk_i ) begin
	cnt_pix		<= ( cnt_pix < ALL_PIX - 1 ) ? cnt_pix + 1'b1 : '0;
	if ( cnt_pix == OFFSET )
		cnt_line <= ( cnt_line < ALL_LINES - 1 ) ? cnt_line + 1'b1 : '0;
end
always_comb begin
	Hsync		=	( cnt_pix < ALL_PIX - VALID_PIX*2 );
	Vsync		=	( cnt_line < ( ALL_LINES - VALID_LINES ) );
	Pixsync	=	( ~cnt_pix[0] );
end
logic									prev_Hsync, prev_Vsync;
logic				[7:0]				data_frame, data_line;
logic				[7:0]				data;
always_ff @ ( posedge clk_i ) begin
	prev_Hsync	<= Hsync;
	prev_Vsync	<= Vsync;
	case ( TEST_IMAGE )
		0	: begin
			data_frame	<= ( ~prev_Vsync && Vsync ) ? data_frame + 1'b1 : data_frame;
			data_line	<= ( ~prev_Hsync && Hsync ) ? data_line + 1'b1 : ( ( Vsync ) ? '0 : data_line );
		end
		1	: begin
			data_frame	<= ( ~prev_Vsync && Vsync ) ? data_frame - 1'b1 : data_frame;
			data_line	<= ( ~prev_Hsync && Hsync ) ? data_line + 1'b1 : ( ( Vsync ) ? '0 : data_line );	
		end
		2	: begin
			data_frame	<=	( ~prev_Vsync && Vsync ) ? data_frame + 1'b1 : data_frame;
			data_line	<= '0;
		end
		3	: begin
			data_frame	<=	( ~prev_Vsync && Vsync ) ? data_frame - 1'b1 : data_frame;
			data_line	<= '0;
		end
		default : begin
			data_frame	<= '0;
			data_line	<= '0;
		end
	endcase
	if ( ~Hsync && ~Vsync )
		data	<=	( ~Pixsync ) ? data + 1'b1 : data;
	else
		data	<= data_frame + data_line;
end
always_ff @ ( posedge clk_i ) begin
	data_o[13:12]	<= '0;
	data_o[11]		<= Vsync;
	data_o[10]		<=	Hsync;
	data_o[9]		<= Pixsync;
	data_o[8]		<= ( ~Pixsync ) ? ^{ 2'd0, data[7:2] } : ^{ data[1:0], 6'd0 };
	data_o[7:0]		<= ( ~Pixsync ) ?  { 2'd0, data[7:2] } :  { data[1:0], 6'd0 };
end
endmodule
$ cat run.sh
#!/bin/bash
# OpenROAD 26Q1-2900-gdf79404cd8, Yosys 0.63+post, stock flow scripts
make -C /OpenROAD-flow-scripts/flow DESIGN_CONFIG=/design/flow/config.mk WORK_HOME=/design/flow/orfs finish
$ cat config.mk
export PLATFORM = sky130hd
export DESIGN_NAME = SILAR_generator
export DESIGN_NICKNAME = SILAR_generator
export VERILOG_FILES = /design/flow/design.v
export SDC_FILE = /design/flow/constraint.sdc
export NUM_CORES = 4
export LEC_CHECK = 1
export CORE_UTILIZATION = 40
$ cat constraint.sdc
current_design SILAR_generator

set clk_period 4.4
set clk_io_pct 0.2

create_clock -name clk0 -period $clk_period [get_ports {clk_i}]

set non_clock_inputs [all_inputs -no_clocks]
set_input_delay [expr $clk_period * $clk_io_pct] -clock clk0 $non_clock_inputs
set_output_delay [expr $clk_period * $clk_io_pct] -clock clk0 [all_outputs]
==> results.ini <==
[final_layout]
final_util=0.477
fill_cells=655
layout_top_cell=edfxtp_1
layout_top_cells=edfxtp_1 (34), nor2_1 (25), dfxtp_1 (24)
flop_area_um2=1500
mi_logic_area_um2=1390
drive_gt1_frac=0.0742
syn_to_final_growth_pct=14.9

[global_routing]
antenna_found_initial=0
grt_pass1_vias=1832
overflow=0
grt.total_usage=0.151
grt_pass1_wl_um=8930
grt_max_degree=15

[timing]
layout_min_cycle_time_ns=2.16
timing.final.ws_setup_ns=2.24
slew_violations=0
fmaxAchievable_ghz=0.462
finalHoldViolCount=0
period_used_share=0.492
relSlewSlack=0.523
rsz0062_at_grt=no
tightest_slew_ns=0.713
setup_viol=0
setup_tns_ns=0
fin_skew_ns=0.0116

[floorplanning]
die-width_um=88.7
rows=31
ios=15
die-height_um=88.7
core_um2=7250
initCoreUtil=0.415
chip_area_um2=7870

[synthesis]
topCellsByArea=edfxtp_1 (34%), dfxtp_1 (16%), xnor2_1 (6.7%)
async_flop_share=0
yosys-stat-area_um2=3010
ys_cells=290
synthesis.area_um2=3010
ff_type=edfxtp_1
synth-seq-cells=58
synth-edff-count=34
ys_warn_count=1
avgSynthCellArea_um2=10.4
synth_seq_share=0.499
top_area_cell=edfxtp_1
yosysUniqueCellTypes=49
synthCells=290
synth_top_area_share=0.339

[detailed_routing]
remaining_drc_errors=0
n_antenna_cell=0
drtPass1Iterations=6
via_count=2052
drt_iter0_markers=158
viasPerCell=5.02
drtAntennaViolNets=0
routedWlPerCell_um=12.9
wl_um=5260

[clocking]
postCtsHoldBufs=0
clockBufferDepth=2
clk_pin_slew_ns=0.06
cts_tree=yes
numCtsBuffers=9
cts_setup_buffers=0
insertion_delay_ns=0.33
cts_root_buf=clkbuf_8
cts_resized=0
cts_sinks=58
htree_num_levels=3

[place]
pre_cts_ws_ns=2.26
io_buffers=12
post-dp-hpwl_um=3620
place.gp.congestion=0.822

[job]
tool_warnings=26
max_cap_violations=0

[setup_path]
worstPathCellList=o21ai_0 -> nand3_1 -> and2_0 -> nand2_1
timing_worst_setup_path_type=reg -> reg
slowest_stage=edfxtp_1
max_stage_delay_ns=0.48
cp-end-kind=register
arrival_ns=2.16
startpoint_type=register
required_ns=4.39
crit_fanout=11

[power]
powerDensity_nw_per_um2=392
vdd_drop_max_uv=177
p_leak_nw=1.26

[run_status]
status=finished clean

[min_path]
hold_class=reg -> reg

==> synthesized netlist by cell type, drive strengths merged, types with 3 or more instances <==
master / count
a21oi: 13
and2: 9
and3: 4
buf: 9
dfxtp: 24
edfxtp: 34
ha: 15
inv: 16
nand2: 16
nand3: 16
nand4: 6
nor2: 25
nor2b: 3
nor3: 16
o21ai: 9
or3: 4
xnor2: 23
xor2: 13
==> state kept, by name, indices dropped and copies added, names as in the netlist <==
register / flops
cnt_line: 10
cnt_pix: 12
data: 8
data_frame: 8
data_line: 8
data_o: 12
==> through the flow <==
step           total power (W)  std cells  cell area, um^2  hold slack, ns
4_1_cts                0.00137        409             3460           0.531
6_report               0.00135        409             3460           0.525
3_3_place_gp          0.000744        393             3200           0.511
2_1_floorplan         0.000706        293             3020           0.443
5_1_grt                0.00141        409             3460           0.562
3_5_place_dp          0.000744        393             3200           0.516
==> power breakdown <==
| part | switching [W] | internal [W] |
|---|---|---|
| clock network | 0.000212 | 0.000411 |
| registers | 0.0000227 | 0.000602 |
| logic | 0.0000457 | 0.0000615 |
==> final cells by class <==
class	count	area share
Clock inverter	6	0.0318
Sequential cell	58	0.434
Multi-Input combinational cell	208	0.403
Clock buffer	10	0.0431
Timing Repair Buffer	12	0.0347
Inverter	16	0.0174
Tap cell	99	0.0358
==> logic make-up (layout without fill, tap and decap cells) <==
group,after synthesis,count (layout),share of synthesized area
xor gates and xnor gates,36,36,0.105
DFF,58,58,0.499
buffers and inverters,27,44,0.0416
and+or+nand+nor,110,110,0.192
AOI/OAI and AO/OA,40,40,0.0849
adders and majority gates,16,16,0.0691
other,1,4,0.00125
muxes,2,2,0.00707
==> final timing paths <==
| kind | slack, ns | startpoint | end | cells past startpoint |
|---|---|---|---|---|
| setup / recovery | 2.24 | cnt_line[2] | data[2] | 4 |
| hold / removal | 0.53 | data[1] | data_o[7] | 1 |
| setup reg to reg | 2.24 | cnt_line[2] | data[2] | 4 |
| hold reg to reg | 0.53 | data[1] | data_o[7] | 1 |
==> worst max-delay path: cells and delay by family (launching register included) <==
| family | cells | cell delay, ns |
|---|---|---|
| compound gates | 1 | 0.21 |
| flops | 1 | 0.48 |
| simple gates | 3 | 1.14 |
==> layer usage <==
layer,global-route usage,wire length [um]
met1,0.265,2810
met4,0.0264,87
met3,0.0218,160
met2,0.210,2200
met5,0,0
No activity file was given, so power comes from the tool's default toggle rates.
